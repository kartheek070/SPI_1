**./run.sh**
```bash
#!/bin/bash
# OpenROAD 26Q1-2900-gdf79404cd8, Yosys 0.63+post, stock flow scripts
make -C /OpenROAD-flow-scripts/flow DESIGN_CONFIG=/design/flow/config.mk WORK_HOME=/design/flow/orfs finish
```
**./config.mk**
```make
export PLATFORM = sky130hd
export DESIGN_NAME = spi_master
export DESIGN_NICKNAME = spi_master
export VERILOG_FILES = /design/flow/design.v
export SDC_FILE = /design/flow/constraint.sdc
export NUM_CORES = 4
export LEC_CHECK = 1
export CORE_AREA = 10 10 98 98
export DIE_AREA = 0 0 108 108
```
**./constraint.sdc**
```tcl
current_design spi_master

set clk_period 2.4
set clk_io_pct 0.2

create_clock -name clk0 -period $clk_period [get_ports {clk}]

set non_clock_inputs [all_inputs -no_clocks]
set_input_delay [expr $clk_period * $clk_io_pct] -clock clk0 $non_clock_inputs
set_output_delay [expr $clk_period * $clk_io_pct] -clock clk0 [all_outputs]
```
**./design.v**
```verilog
module spi_master (
    input        clk, rst, start,
    input  [7:0] tx_data,
    output reg [7:0] rx_data,
    output reg       busy,
    output reg       MOSI,
    input            MISO,
    output reg       SCLK,
    output reg       CS
);
reg [7:0] sh_tx;
reg [2:0] bit_cnt;
reg phase;    
always @(posedge clk or posedge rst) begin
    if (rst) begin
        CS <= 1; SCLK <= 0; MOSI <= 0; busy <= 0;
        rx_data <= 0; bit_cnt <= 0; phase <= 0;
    end else begin
        if (!busy) begin
            if (start) begin
                CS <= 0;
                sh_tx <= tx_data;
                MOSI <= tx_data[7];    
                bit_cnt <= 3'd7;
                SCLK <= 0;
                phase <= 0;
                busy <= 1;
                rx_data <= 0;
            end
        end else begin
            if (phase == 0) begin
                MOSI <= sh_tx[bit_cnt];
                SCLK <= 1;
                phase <= 1;
            end else begin
                rx_data[bit_cnt] <= MISO;
                SCLK <= 0;
                phase <= 0;
                if (bit_cnt == 0) begin
                    CS <= 1;
                    busy <= 0;
                end else begin
                    bit_cnt <= bit_cnt - 1;
                end
            end
        end
    end
end
endmodule
```
==> results.py <==
# Metrics from the implementation run
metrics = {
    "run_status": {
        "status": "complete, no violations",
    },
    "clocking": {
        "root_buffer": "clkbuf_8",
        "ctsHoldBuffers": 0,
        "htreeDepth": 1,
        "cts_tree": "built",
        "clk_path_buf_depth": 2,
        "cts_setup_buffers": 0,
        "cts.sinks": 23,
        "cts_made_buffers": 3,
        "insertion_delay_ps": 260,
        "post_cts_resized": 0,
        "clk_pin_slew_worst_paths_ps": 80,
    },
    "logic_synthesis": {
        "yosys.stat.seqShare_pct": 56.9,
        "syn_inst": 100,
        "syn-cell-area_mm2": 0.00108,
        "ys.flops": 23,
        "ys_cells": 100,
        "avgSynthCellArea_um2": 10.8,
        "synth_cell_types": 27,
        "yosysWarnings": 1,
        "ys_area_mm2": 0.00108,
    },
    "drt": {
        "drc": 0,
        "ant_nets": 0,
        "wl_per_cell_um": 10.5,
        "firstDrtPassIters": 4,
        "num_vias": 802,
        "dr.first_iter.drc_count": 30,
        "vias_per_cell": 3.53,
        "num_antenna_cells": 0,
        "drt-total-wl_mm": 2.39,
    },
    "job": {
        "cap_violations": 0,
        "warnings": 27,
    },
    "floorplan": {
        "io_pins": 24,
        "fp_util_pct": 14.2,
        "row_count": 32,
        "dieArea_mm2": 0.0117,
        "core_area_mm2": 0.00765,
        "die_h_um": 108,
        "die_w_um": 108,
    },
    "power": {
        "p_per_area_mw_per_mm2": 1050,
        "internal-power_mw": 1.00,
        "swShare_pct": 35.6,
        "p_seq_share_pct": 40.6,
        "clock_power_share_pct": 15.5,
        "ir_drop_mv": 0.457,
        "p_total_mw": 1.55,
        "p_comb_share_pct": 43.9,
        "p_sw_mw": 0.553,
        "p_leak_nw": 0.592,
    },
    "finish": {
        "layout_top_cell": "clkdlybuf4s50_1",
        "nFillCells": 815,
        "syn2layout_area_growth_pct": 36.4,
        "lay_top_cells": "23 x clkdlybuf4s50_1, 14 x dfrtp_1, 10 x nor2_1",
        "drive_above_1_share_pct": 8.80,
    },
    "final_timing": {
        "rsz0062_at_grt": "no",
        "slew_headroom_pct": 61.3,
        "hold_violations": 0,
        "tightest_slew_ps": 580,
        "fmax_ghz": 0.503,
        "period_needed_ps": 1990,
        "finalSetupViolCount": 0,
        "slew_violations": 0,
        "final.setup.tns_ps": 0,
        "fin_worst_skew_ps": 1.46,
        "fin_crit_sh_pct": 82.8,
    },
    "grt": {
        "grt_pass1_wl_mm": 4.30,
        "grt_overflow": 0,
        "track_usage_pct": 4.42,
        "antenna_found_initial": 0,
        "grt_pass1_vias": 874,
        "grt_max_degree": 16,
    },
    "setup_path": {
        "crit_arrival_ps": 2140,
        "critical_path.max_fanout": 7,
        "criticalPathCategory": "reg2reg",
        "start_kind": "flop",
        "path_cells": "inv_1 -> ha_1 -> ha_1 -> inv_2 -> or4_4 -> mux2i_1",
        "crit_required_ps": 2550,
        "cp-end-kind": "flop",
        "slowest_stage": "or4_4",
        "worst_path_most_repeated_cell": "ha_1",
        "slowest_delay_ps": 540,
    },
    "place": {
        "hpwl_mm": 1.93,
        "numPortBuffers": 23,
        "gp_congestion": 0.783,
    },
    "hold_path": {
        "hold_class": "reg2reg",
    },
}
## sequential cells by signal (all words and copies together), names as in the netlist
register,count
CS,1
MOSI,1
SCLK,1
bit_cnt,3
busy,1
rx_data,8
sh_tx,8
## area by class of cell
class	count	area (µm²)	share of cell area [%]
Sequential cell	23	617	41.7
Multi-Input combinational cell	64	408	27.6
Timing Repair Buffer	25	245	16.6
Tap cell	102	128	8.64
Clock buffer	3	41.3	2.79
Inverter	9	33.8	2.29
Clock inverter	1	5.00	0.339
## power by group through the flow
stage	combinational (mW)	sequential [mW]	clock (mW)
after global routing	0.790	0.655	0.271
after CTS	0.699	0.633	0.252
final	0.683	0.630	0.241
## cells in the mapped netlist, drive strengths merged
cell type | instances | area [µm²]
dfstp | 1 | 26.3
dfrtp | 14 | 350
a31oi | 1 | 6.26
edfxtp | 8 | 240
o21ai | 4 | 20.0
o211ai | 4 | 30.0
inv | 9 | 33.8
clkbuf | 1 | 3.75
nor4b | 1 | 15.0
nand4 | 1 | 6.26
and2b | 1 | 7.51
ha | 4 | 50.1
a21oi | 8 | 40.0
buf | 3 | 21.3
nand2 | 9 | 33.8
mux4 | 1 | 22.5
nor2 | 10 | 37.5
nand3 | 8 | 40.0
or4 | 2 | 18.8
nand2b | 3 | 18.8
o2111ai | 1 | 8.76
o22ai | 2 | 12.5
mux2i | 4 | 40.0
## stage by stage
step	setup WS [ps]	std cells	instance area [µm²]	hold WS [ps]	util (%)
2_1_floorplan	431	100	1080	381	-
3_3_place_gp	480	223	1430	506	18.7
3_5_place_dp	427	223	1430	517	18.7
4_1_cts	404	227	1480	531	19.3
5_1_grt	281	227	1480	577	19.3
6_report	413	227	1480	529	19.3
## routing by layer
layer / GRT usage [%] / up-vias / wire [µm]
met3: 1.33 / 2 / 130
met4: 0.382 / 0 / 19
met1: 6.15 / 371 / 1220
li1: - / 407 / -
met5: 0 / - / 0
met2: 6.94 / 22 / 1020
## cell families (layout without fill, tap and decap cells)
group                      Yosys count  count (layout)  synth area share, %
and+or+nand+nor                     35              35                 16.4
DFF                                 23              23                 56.9
AOI/OAI and AO/OA                   20              20                 10.9
buffers and inverters               13              38                 5.43
muxes                                5               5                 5.77
adders and majority gates            4               4                 4.62
## path summary, 6_finish.rpt
path / depth (start not counted) / from / slack [ps] / endpoint
min in group asynchronous: 2 / rst / 620 / bit_cnt[0]
hold / removal: 2 / rx_data[7] / 530 / rx_data[7]
hold reg to reg: 2 / rx_data[7] / 530 / rx_data[7]
setup reg to reg: 6 / bit_cnt[1] / 410 / rx_data[2]
max in group asynchronous: 2 / rst / 1400 / rx_data[4]
setup / recovery: 6 / bit_cnt[1] / 410 / rx_data[2]
## critical path, delay by kind of cell, from the launching register on
kind          cells  cell delay, ps
buf+inv           2             190
fa+ha+maj         2             580
simple gates      1             540
flops             1             440
mux               1             130
Power and IR drop assume default switching activity.
