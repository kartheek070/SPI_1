<file path="flow/config.mk">
export PLATFORM = sky130hd
export DESIGN_NAME = spi_slave
export DESIGN_NICKNAME = spi_slave
export VERILOG_FILES = /design/flow/design.v
export SDC_FILE = /design/flow/constraint.sdc
export NUM_CORES = 4
export LEC_CHECK = 1
export CORE_AREA = 10 10 98 98
export DIE_AREA = 0 0 108 108
</file>
<file path="flow/constraint.sdc">
current_design spi_slave

set clk_period 2.3
set clk_io_pct 0.2

create_clock -name clk0 -period $clk_period [get_ports {cs}]
create_clock -name clk1 -period $clk_period [get_ports {sclk}]

set non_clock_inputs [all_inputs -no_clocks]
set_input_delay [expr $clk_period * $clk_io_pct] -clock clk0 $non_clock_inputs
set_output_delay [expr $clk_period * $clk_io_pct] -clock clk0 [all_outputs]
</file>
<file path="flow/design.v">
`timescale 1ns / 1ps
module spi_slave(
    input sclk,cs,rst,mosi,
    input  [7:0] tx_data,    
    output reg [7:0] rx_data,
    output reg miso,
    output reg rx_valid
);
reg [7:0] shift_tx;  
reg [7:0] shift_rx;  
reg [2:0] bit_cnt;
always @(negedge cs or posedge rst) begin
    if (rst) begin
        shift_tx <= 8'd0;
    end else begin
        shift_tx <= tx_data;
    end
end
always @(negedge sclk or posedge rst) begin
    if (rst) begin
        miso <= 1'b0;
    end else if (!cs) begin
        miso     <= shift_tx[7];
        shift_tx <= {shift_tx[6:0], 1'b0};
    end else begin
        miso <= 1'b0;
    end
end
always @(posedge sclk or posedge rst) begin
    if (rst) begin
        shift_rx <= 8'd0;
        bit_cnt  <= 3'd7;
        rx_valid <= 1'b0;
        rx_data  <= 8'd0;
    end else if (!cs) begin
        shift_rx <= {shift_rx[6:0], mosi};
        if (bit_cnt == 0) begin
            rx_data  <= {shift_rx[6:0], mosi};
            rx_valid <= 1'b1;
            bit_cnt  <= 3'd7;
        end else begin
            bit_cnt <= bit_cnt - 1;
            rx_valid <= 1'b0;
        end
    end
end
endmodule
</file>
<file path="flow/run.sh">
#!/bin/bash
# OpenROAD 26Q1-2900-gdf79404cd8, Yosys 0.63+post, stock flow scripts
make -C /OpenROAD-flow-scripts/flow DESIGN_CONFIG=/design/flow/config.mk WORK_HOME=/design/flow/orfs finish
</file>
==> reports/qor.log <==
[status] status finished clean
[placed_design] Routability Congestion 0.6874
[hold_path] Worst Hold Class clk -> reg
[routing] antenna violation net count after detailed routing 0
[timing] setup slack of the critical path after layout 0.2060 ns
[worst_setup_path] source of the worst register-to-register timing path bit_cnt[0]
[synth] leading cell types by total area after synthesis sky130_fd_sc_hd__dfrtp_1 (51%), sky130_fd_sc_hd__mux2_2 (21%), sky130_fd_sc_hd__dfstp_2 (10%)
[finish] count of placed standard cells in the final layout, fillers left out 176
[placed_design] dpl ws 0.3073 ns
[synth] synthesized area per cell 14.85 µm²
[die] initial core utilization 0.1029
[global_route] pin count of the biggest net entering global routing 20
[routing] final antenna diode count 0
[synth] yosys stat cell total 53
[worst_setup_path] Max FO, Critical Path 9
[finish] storage element area 479.2 µm²
[finish] signed area change from the synthesized netlist to the final layout 48.49%
[pwr] power density cells 1448 mW/mm²
[synth] Chip Area, Yosys 787.0 µm²
[routing] number of remaining DRC errors 0
[finish] layout cells sized above 1 0.4189
[synth] yosys warns 17
[worst_setup_path] startpoint kind of the worst setup timing path clock port
[synth] largest non-sequential cell family by area multiplexers
[synth] fraction of synthesized area in multiplexers 0.2146
[finish] share of the core filled with cells 0.1528
[synth] fraction of the mapped netlist area in adder cells 0.03180
[global_route] total global routing overflow 0
[worst_setup_path] arrival time of the worst setup path 2.23 ns
[placed_design] detailed-placement wirelength estimate 1.083 mm
[placed_design] cell count after placement 164
[global_route] vias in the first global route 707
[clocking] post-CTS setup buffers 0
[timing] worst max-slew margin expressed relative to the limit 0.5163
[die] Die X 108 µm
[clocking] number of hold buffers added after cts 0
[pwr] PnR Total Power 1.692 mW
[finish] post-route design area 0.001169 mm²
[worst_setup_path] Critical Path Start cs
[placed_design] Placed Area 0.001012 mm²
[timing] RSZ-0062 raised after global routing no
[routing] average wire per standard cell 9.085 µm
[clocking] clock transition at the registers of the reported paths 0.06 ns
[finish] Combinational Area 284.0 µm²
[pwr] Lkg Pwr 0.4746 nW
[die] area of the core 0.007647 mm²
[run] MaxCap Viol Count 0
[die] area enclosed by the die boundary 0.01166 mm²
[clocking] TritonCTS clock tree yes
[synth] Synth area leader sky130_fd_sc_hd__dfrtp_1
[synth] yosys xor share 0
[synth] library cells used by synthesis 17
[routing] total vias in the final route 475
[synth] post-synthesis instance area 787.0 µm²
[routing] Avg Vias per Cell 2.699
[timing] number of pins with negative max-slew slack in the final report 0
[synth] top-area cell type share of the netlist area 0.5087
[routing] Iter 0 DRT Violations 16
[synth] aoi/oai-family share of the synthesized area 0.04928
[die] boundary pin count 22
[run] OpenROAD warning count 58
[global_route] total track usage 0.03063
[worst_setup_path] Required @ worst endpoint 2.44 ns
[routing] aggregate routed wire length 1.599 mm
[synth] flops & latches, synth 19
[timing] clk_skew 0.001932 ns
[global_route] initial antenna violation count 0
[timing] final count of hold timing violations 0
[finish] final-layout fill cell count 828
[die] height of the die 108 µm
[hold_path] min-delay src cs
[clocking] Resized cells post-CTS 0
[timing] final-layout worst hold slack 0.1073 ns
[synth] Simple Share, Synth 0.06041
[synth] post-synthesis sequential area ratio 0.6089
[timing] Final setup violation count 0
[worst_setup_path] endpoint class of the critical path flip-flop
[worst_setup_path] category of the most critical setup path clk -> reg
[placed_design] input/output buffers 11
[pwr] peak supply drop 0.7765 mV
[timing] transition time at the pin with the least slew margin 0.7247 ns
[timing] aggregate negative setup slack 0 ns
[global_route] wire length of the first global-routing pass 2.725 mm
[die] number of cell rows 32
[routing] number of search-and-repair iterations in the first detailed-routing pass 3
[synth] number of cells produced by synthesis 53
[Yosys cell counts]
master / instances
sky130_fd_sc_hd__dfrtp_1: 16
sky130_fd_sc_hd__buf_4: 1
sky130_fd_sc_hd__o21ba_2: 1
sky130_fd_sc_hd__a21o_1: 1
sky130_fd_sc_hd__nor2b_1: 3
sky130_fd_sc_hd__ha_1: 2
sky130_fd_sc_hd__o22a_1: 1
sky130_fd_sc_hd__inv_1: 3
sky130_fd_sc_hd__nor3b_4: 1
sky130_fd_sc_hd__a21oi_1: 1
sky130_fd_sc_hd__dfstp_2: 3
sky130_fd_sc_hd__conb_1: 1
sky130_fd_sc_hd__a22oi_1: 1
sky130_fd_sc_hd__buf_2: 1
sky130_fd_sc_hd__mux2_2: 15
sky130_fd_sc_hd__nand2_1: 1
sky130_fd_sc_hd__nand2b_1: 1
[registers in the layout, indices dropped and copies added, names as in the netlist]
name / flops
bit_cnt: 3
rx_data: 8
rx_valid: 1
shift_rx: 7
[report_power, final]
| part | switching [mW] | internal (mW) | total [mW] | leakage, nW |
|---|---|---|---|---|
| Sequential | 0.0998 | 0.531 | 0.631 | 0.222 |
| Clock | 0.320 | 0.541 | 0.861 | 0.170 |
| Combinational | 0.0558 | 0.144 | 0.200 | 0.0826 |
| Total | 0.476 | 1.22 | 1.69 | 0.475 |
[worst max-delay path: stages]
cell	delay (ns)
sky130_fd_sc_hd__clkbuf_8	0.12
sky130_fd_sc_hd__clkbuf_8	0.16
sky130_fd_sc_hd__nor3b_4	0.19
sky130_fd_sc_hd__clkbuf_8	0.16
sky130_fd_sc_hd__clkbuf_8	0.13
sky130_fd_sc_hd__mux2_2	0.32
[cell families (layout without fill, tap and decap cells)]
family,count (synthesis),after routing
compound gates,5,5
simple gates,6,6
buf+inv,5,26
flops,19,19
mux,15,15
fa+ha+maj,2,2
other cells,1,1
[cell type report]
type                    count  share of cell area
flip-flops and latches     19              0.4101
multi-input cells          29              0.2430
clock buffers              10              0.1092
well taps                 102              0.1092
repair buffers             11             0.09422
clock inverters             2             0.02463
inverters                   3            0.009636
[layer usage]
metal  vias to the layer above  wire, µm  GRT usage
li1                        220         -          -
met1                       233       687    0.02556
met2                        18       714    0.02845
met3                         4       176    0.04398
met4                         0        21    0.03435
met5                         -         0          0
[layout by cell type, fill, tap and decap left out, drive strengths merged]
cell / count
nand2b: 1
nor3b: 1
nor2b: 3
o21ba: 1
clkdlybuf4s50: 11
conb: 1
nand2: 1
mux2: 15
dfstp: 3
a21oi: 1
a22oi: 1
clkbuf: 10
dfrtp: 16
a21o: 1
inv: 4
bufinv: 1
o22a: 1
ha: 2
[final timing paths]
kind,endpoint,slack (ns),depth (start not counted)
max in group clk0,rx_data[1],0.74,1
hold / removal,bit_cnt[1],0.11,3
max in group asynchronous,rx_data[7],1.21,2
setup / recovery,rx_data[7],0.21,6
min in group asynchronous,rx_valid,0.63,2
min in group clk0,rx_data[0],1.50,1
hold reg to reg,rx_valid,0.48,1
setup reg to reg,rx_data[7],0.67,6
No activity file was given, so power comes from the tool's default toggle rates.
